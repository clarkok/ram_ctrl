**flow/design.v**
```verilog
`timescale 1ns / 1ps
module memory(
    input clk,
    input [31:0] addr,
    input [7:0] data_i,
    output [7:0] data_o,
    input write_enable,
    input go,
    output done,
    output [25:0] ram_addr,
    inout [15:0] ram_data,
    output ram_oe,
    output ram_we,
    output ram_clk,
    output ram_adv,
    input ram_wait,
    output ram_ce,
    output ram_ub,
    output ram_lb,
    output ram_cre
    );
  reg ce, oe, we, ub = 1, lb = 1, adv = 0;
  assign ram_ub = ub;
  assign ram_lb = lb;
  assign ram_adv = adv;
  assign ram_oe = oe;
  assign ram_we = we;
  assign ram_ce = ce;
  reg done_buff;
  assign done = done_buff;
  reg cre = 0;
  assign ram_cre = cre;
  reg [7:0] data_o_buff;
  assign data_o = data_o_buff;
  reg clk_buff = 0;
  assign ram_clk = clk_buff;
  reg [25:0] addr_;
  assign ram_addr = addr_;
  reg [15:0] data_buff;
  assign ram_data = data_buff;
  reg state = 1;
  reg [3:0] timer;
  reg carrier;
  reg in_rcr_mode = 0;
  reg [5:0] rcr_mode_state = 0;
  always @ ( posedge clk ) begin
    if ( !in_rcr_mode ) begin
      rcr_mode_state <= rcr_mode_state + 1;
      if ( rcr_mode_state == 0 ) begin
        addr_ <= 23'b000_00_0000000000_1_00_1_0_000;
        cre <= 1;
        ce <= 0;
        adv <= 0;
      end
      if ( rcr_mode_state == 2 ) begin
        we <= 0;
      end
      if ( rcr_mode_state == 18 ) begin
        ce <= 1;
        we <= 1;
        adv <= 1;
      end
      if ( rcr_mode_state == 19 ) begin
        cre <= 0;
      end;
      if ( rcr_mode_state == 35 ) begin
        addr_ <= 0;
      end;
      if ( rcr_mode_state == 37 ) begin
        ce <= 0;
        oe <= 0;
        adv <= 0;
        ub <= 0;
        lb <= 0;
      end;
      if ( rcr_mode_state == 39 ) begin
        ce <= 1;
        oe <= 1;
        in_rcr_mode <= 1;
      end;
    end
    else
      case (state)
        1: begin
          if ( go ) begin
            if ( write_enable ) begin
              data_buff <= data_i;
              data_o_buff <= 8'b0;
            end;
            we <= ~write_enable;
            oe <= write_enable;
            addr_ <= addr[25:0];
            timer <= 4'b0;
            ce <= 0;
            done_buff <= 0;
            state <= 0;
          end;
        end
        0: begin
          {carrier, timer} <= timer + 1;
          if ( timer == 10 ) begin
            data_o_buff <= ram_data;
            ce <= 1;
            oe <= 1;
            we <= 1;
            done_buff <= 1;
            state <= 1;
          end;
        end
        default: begin
          state <= 1;
        end
      endcase;
  end;
endmodule
`timescale 1ns / 1ps
module memory_top(
    output [7:0] led,
    input [7:0] sw,
    output [25:0] ram_addr,
    inout [15:0] ram_data,
    input clk,
    input btnu,
    output ram_oe,
    output ram_we,
    output ram_clk,
    output ram_adv,
    input ram_wait,
    output ram_ce,
    output ram_ub,
    output ram_lb,
    output ram_cre
    );
  reg [31:0] addr;
  reg [7:0] data_i;
  reg [7:0] data_o;
  reg we;
  wire done;
  reg go;
  wire [7:0] data_o_wire;
  assign led[3:0] = data_o[3:0];
  reg clk_delay = 0;
  reg [25:0] delay_timer;
  assign led[7] = clk_delay;
  assign led[4] = done;
  assign led[5] = ram_oe;
  assign led[6] = ram_we;
  memory M(
    clk,
    addr,
    data_i,
    data_o_wire,
    we,
    go,
    done,
    ram_addr,
    ram_data,
    ram_oe,
    ram_we,
    ram_clk,
    ram_adv,
    ram_wait,
    ram_ce,
    ram_ub,
    ram_lb,
    ram_cre
  );
  always @ ( posedge clk ) begin
    if ( done ) begin
      we = btnu;
      addr[3:0] = sw[3:0];
      data_i[3:0] = sw[7:4];
      go = 1;
      data_o = data_o_wire;
    end;
  end;
endmodule
```
**flow/run.sh**
```bash
#!/bin/bash
# OpenROAD 26Q1-2900-gdf79404cd8, Yosys 0.63+post, stock flow scripts
make -C /OpenROAD-flow-scripts/flow DESIGN_CONFIG=/design/flow/config.mk WORK_HOME=/design/flow/orfs finish
```
**flow/config.mk**
```make
export PLATFORM = sky130hd
export DESIGN_NAME = memory_top
export DESIGN_NICKNAME = memory_top
export VERILOG_FILES = /design/flow/design.v
export SDC_FILE = /design/flow/constraint.sdc
export NUM_CORES = 4
export LEC_CHECK = 1
export CORE_UTILIZATION = 30
```
**flow/constraint.sdc**
```tcl
current_design memory_top

set clk_period 3.4
set clk_io_pct 0.2

create_clock -name clk0 -period $clk_period [get_ports {clk}]

set non_clock_inputs [all_inputs -no_clocks]
set_input_delay [expr $clk_period * $clk_io_pct] -clock clk0 $non_clock_inputs
set_output_delay [expr $clk_period * $clk_io_pct] -clock clk0 [all_outputs]
```
==> deck_impl_summary.md <==
Key Metrics from the Run

Floorplan
  • DIE WIDTH: between 80 and 90 um
  • IO Count: slightly below 70
  • Die Y: approximately 86 um
  • Initial Utilization: 0.312
  • Row count: 30

Synth
  • Post-synth regs: roughly 45
  • Netlist Area Pre-Place: approximately 2100 sq um
  • Max-area cell share: 0.619
  • Yosys cell count: between 150 and 200
  • Post-synth top area cell: edfxtp_1
  • Synth async-reset ratio: 0
  • Syn Inst Count: 157
  • Top_reg_cell synth: edfxtp_1
  • Synthesis area per yosys: 2130 sq um
  • Top area cell types: edfxtp_1 (62%), buf_4 (14%), ha_1 (3.5%)
  • Flip-flops with a built-in enable: 44
  • Mean post-synth cell area: 13.6 sq um
  • Netlist cell types: 32
  • Post-synth seq share: 0.628
  • YS warnings: 28

CTS
  • Hold-fix buffer count after cts: 0
  • Clock Path Buffers: 2
  • Clk sink count: about 45
  • Post-CTS Setup Bufs: 0
  • Post-cts resize count: 0
  • Cts bufs inserted: 5
  • Root Buffer: clkbuf_8
  • H-tree Lvls: 2

Status
  • Error: [error] [KeplerFormal.cpp:679] Workflow failed: Iso has multiple drivers: .ram_data0, ram_data[0]$_DFFE_PP_.Q0
  • Fail Step: clock tree synthesis
  • Status: aborted with a tool error

Placed design
  • I/O Buffers: 29
  • Final HPWL DP: a little over 2000 um
  • GPL Wtd Cong: between 0.7 and 0.8
-- Yosys cell counts, types with 2 or more instances --
master	instances
xor2_1	3
nor2b_1	4
nor2_1	10
a31oi_1	2
nand3_1	5
nor3_1	2
and2_1	5
inv_1	9
clkbuf_1	2
buf_4	39
edfxtp_1	44
xnor2_1	3
a21oi_1	5
ha_1	6
-- kinds of logic after synthesis --
group           after synthesis  synth area share
compound gates               11            0.0369
xor+xnor                      6            0.0246
fa+ha+maj                     6            0.0352
buf+inv                      52             0.164
flops                        45             0.628
mux                           2            0.0117
other cells                   1           0.00176
simple gates                 34            0.0973
-- through the flow --
step | instance area [sq um] | power [mW] | setup slack, ns | hold slack (ns) | cells
detailed placement | 2360 | 0.629 | 1.39 | 0.406 | 274
global placement | 2360 | 0.629 | 1.40 | 0.404 | 274
floorplan | 2260 | 0.645 | 1.87 | 0.400 | 191
Power figures rest on the tool's default switching activity, not on a simulated workload.
